==> design.v <==
module day11 (
  input     wire      clk,
  input     wire      reset,
  output    wire      empty_o,
  input     wire[3:0] parallel_i,
  input 		wire			valid_i,
  output    wire      serial_o,
  output    wire      valid_o
);
  logic [2:0] count;
  wire equal_4;
  assign equal_4 = (count == 3'd4);
  assign empty_o = (count == 3'd0);
  always_ff @(posedge clk or posedge reset) begin
    if (reset)
      count <= 0;
    else if (equal_4)
      count <= 0;
    else if ((valid_i && empty_o) || (~empty_o))
      count <= count + 1;
  end
  logic [3:0] sr;
  always_ff @(posedge clk or posedge reset) begin
    if (reset)
      sr <= '0;
    else if (valid_i && empty_o)
      sr <= parallel_i;
    else if (~empty_o)
      sr <= sr >> 1;
  end
  assign serial_o = sr[0];
  assign valid_o = (~empty_o);
endmodule
==> run.sh <==
#!/bin/bash
# OpenROAD 26Q1-2900-gdf79404cd8, Yosys 0.63+post, stock flow scripts
make -C /OpenROAD-flow-scripts/flow DESIGN_CONFIG=/design/flow/config.mk WORK_HOME=/design/flow/orfs finish
==> config.mk <==
export PLATFORM = sky130hd
export DESIGN_NAME = day11
export DESIGN_NICKNAME = day11
export VERILOG_FILES = /design/flow/design.v
export SDC_FILE = /design/flow/constraint.sdc
export NUM_CORES = 4
export LEC_CHECK = 1
export CORE_AREA = 10 10 70 70
export DIE_AREA = 0 0 80 80
==> constraint.sdc <==
current_design day11

set clk_period 1.9
set clk_io_pct 0.2

create_clock -name clk0 -period $clk_period [get_ports {clk}]

set non_clock_inputs [all_inputs -no_clocks]
set_input_delay [expr $clk_period * $clk_io_pct] -clock clk0 $non_clock_inputs
set_output_delay [expr $clk_period * $clk_io_pct] -clock clk0 [all_outputs]
==> flow_metrics.env <==
# source this file to load flow results
export IMPL_outcome="completed"
export IMPL_power_density_cell_area_nw_per_um2=1380
export IMPL_clock_sinks=7
export IMPL_clk_root_buffer_cell="sky130_fd_sc_hd__clkbuf_4"
export IMPL_clockBufferDepth=2
export IMPL_netlist_area_um2=390
export IMPL_route_detailed_vias_per_inst=3.09
export IMPL_stage_log_warning_count=26
export IMPL_final_design_area_no_fill_um2=602
export IMPL_hold_violations=0
export IMPL_grtUsageTotal_pct=2.84
export IMPL_cp_max_fo=3
export IMPL_ys_chip_area_um2=390
export IMPL_die_size_y_um=80
export IMPL_final_common_cell="sky130_fd_sc_hd__clkdlybuf4s50_1"
export IMPL_dieWidth_um=80
export IMPL_post_place_cell_area_um2=531
export IMPL_critPathRequiredTime_ps=1520
export IMPL_detailed_place_hpwl_um=648
export IMPL_finalWirelength_um=859
export IMPL_timing_worst_setup_path_type="reg2out"
export IMPL_unrepaired_setup_endpoints_after_global_routing="no"
export IMPL_yosys_stat_cells=38
export IMPL_wire_per_inst_um=8.59
export IMPL_fp_dieArea_um2=6400
export IMPL_worstRegToRegCells=6
export IMPL_vias=309
export IMPL_finalMaxSlewViolations=0
export IMPL_gp_congestion=0.719
export IMPL_timing_critical_path_to="valid_o"
export IMPL_placement_io_buffers=9
export IMPL_ctsHtreeMaxLevel=1
export IMPL_setup_tns_final_ps=0
export IMPL_tritoncts="done"
export IMPL_netlist_instances=38
export IMPL_drc_errors=0
export IMPL_fin_worst_hold_slack_ps=374
export IMPL_reg2reg_to="count[0]"
export IMPL_synth_yosys_warnings=1
export IMPL_area_growth_pct=54.2
export IMPL_topCellsByArea="sky130_fd_sc_hd__dfrtp_1, sky130_fd_sc_hd__mux2i_1, sky130_fd_sc_hd__o21ai_2, sky130_fd_sc_hd__ha_1, sky130_fd_sc_hd__buf_6"
export IMPL_worst_slew_pin_transition_ps=345
export IMPL_postCtsHoldBufs=0
export IMPL_layout_top_cells_excl_fill_tap="sky130_fd_sc_hd__clkdlybuf4s50_1, sky130_fd_sc_hd__dfrtp_1, sky130_fd_sc_hd__nand2_1, sky130_fd_sc_hd__buf_4, sky130_fd_sc_hd__mux2i_1"
export IMPL_grt_pass1_wl_mm=1.51
export IMPL_antenna_diode_count=0
export IMPL_detailed_router_s_first_iteration_violation_count=8
export IMPL_critical_path_reg2reg_startpoint="count[0]"
export IMPL_latest_clock_arrival_within_the_worst_skew_pair_ps=240
export IMPL_grt_max_degree=8
export IMPL_post_layout_min_period_ps=1740
export IMPL_timing_clock_skew_ps=2.67
export IMPL_cts_inserted_buffers=3
export IMPL_timing_critical_path_from="count[0]"
export IMPL_critical_path_arrival_ps=1360
export IMPL_synth_flop_count=7
export IMPL_drt_pass1_iterations=3
export IMPL_antenna_left=0
export IMPL_class_of_the_tightest_hold_or_removal_check="in2async"
export IMPL_fin_crit_sh_pct=91.6
export IMPL_coreArea_um2=3420
export IMPL_clk_transition_reported_paths_ps=50
export IMPL_number_of_rows_created_at_floorplan=21
export IMPL_pin_count=10
export IMPL_tot_pwr_mw=0.828
export IMPL_synth_lib_cells_used_distinct=13
export IMPL_first_global_vias=343
export IMPL_worst_case_headroom_to_the_max_slew_limit_pct=76.9
export IMPL_end_kind="output port"
export IMPL_synth_largest_type_area_fraction_pct=44.9
export IMPL_regToRegSetupSlack_ps=690
export IMPL_initial_antenna_violation_count=0
export IMPL_report_final_setup_viol=0
export IMPL_vdd_drop_max_v=0.000504
export IMPL_total_leakage_power_nw=0.283
export IMPL_synth_area_per_cell_um2=10.3
export IMPL_fp_util_pct=11.4
export IMPL_grt_overflow=0
export IMPL_final_layout_size_suffix_gt1_share_pct=29.6
export IMPL_maxCapViolations=0
export IMPL_fmax_mhz=575
export IMPL_seq_area_frac_synth_pct=44.9
export IMPL_synth_top_cell_by_area="sky130_fd_sc_hd__dfrtp_1"
export IMPL_cp_start_kind="flop"
how the worst min path moves through the flow:
stage      from  endpoint  slack (ps)  depth (start not counted)
6_report  reset     sr[1]         370                          2
5_1_grt   reset  count[1]         380                          2
4_1_cts   reset     sr[1]         370                          2
final cells by class:
| type | instances | area [um^2] |
|---|---|---|
| fillers | 399 | 2810 |
| multi-input cells | 24 | 194 |
| flip-flops and latches | 7 | 175 |
| repair buffers | 14 | 130 |
| well taps | 46 | 57.6 |
| clock buffers | 4 | 26.3 |
| inverters | 5 | 18.8 |
worst max-delay path: stages (launching register included):
cell                              delay (ps)
sky130_fd_sc_hd__dfrtp_1                 360
sky130_fd_sc_hd__inv_2                    60
sky130_fd_sc_hd__ha_4                    160
sky130_fd_sc_hd__nand2b_4                 70
sky130_fd_sc_hd__clkdlybuf4s50_1         470
metal layers:
| layer | global-route usage (%) | routed length (um) |
|---|---|---|
| met1 | 3.24 | 382 |
| met2 | 4.41 | 387 |
| met3 | 1.82 | 89 |
| met4 | 0.528 | 0 |
| met5 | 0 | 0 |
synthesized netlist by cell type (all sizes together):
cell,number
o31ai,2
dfrtp,7
ha,2
mux2i,4
nand2b,2
nor2b,1
buf,2
inv,5
o21ai,6
nor2,2
nand2,5
repair_timing:
item | CTS | global route
endpoints found under the setup margin | 1 | 2
resized | 2 | 4
pin swaps | 0 | 0
buffers inserted | 1 | 2
sequential cells by signal, summed over array words and instances, names as in the netlist:
signal and count:
count 3, sr 4
stage by stage:
step / setup WS, ps / util, % / instances
after floorplan: 603 / - / 38
after global placement: 296 / 15.5 / 93
after detailed placement: 263 / 15.5 / 93
after CTS: 2.23 / 16.6 / 98
after global routing: 55.9 / 17.6 / 100
final: 160 / 17.6 / 100
power breakdown:
group / switching (mW) / internal, mW / leakage [nW]
clock: 0.0512 / 0.0799 / 0.0150
combinational: 0.194 / 0.252 / 0.178
sequential: 0.0407 / 0.211 / 0.0904
kinds of logic after synthesis:
logic type | after synthesis | share of synthesized area, %
buf+inv | 7 | 10.6
compound gates | 8 | 14.4
flops | 7 | 44.9
fa+ha+maj | 2 | 6.41
simple gates | 10 | 13.5
mux | 4 | 10.3
Power is estimated from default activity; no workload was simulated.
