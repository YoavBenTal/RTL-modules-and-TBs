File: constraint.sdc
current_design day15

set clk_period 1.8
set clk_io_pct 0.2

create_clock -name clk0 -period $clk_period [get_ports {clk}]

set non_clock_inputs [all_inputs -no_clocks]
set_input_delay [expr $clk_period * $clk_io_pct] -clock clk0 $non_clock_inputs
set_output_delay [expr $clk_period * $clk_io_pct] -clock clk0 [all_outputs]
File: design.v
module day15 (
  input     wire        clk,
  input     wire        reset,
  input     wire[3:0]   req_i,
  output    logic[3:0]  gnt_o
);
  logic [3:0] mask;
  logic [3:0] mask_nxt;
  always_ff @(posedge clk or posedge reset) begin
    if (reset) mask <= 4'b1111;
    else mask <= mask_nxt;
  end
  always_comb begin
    mask_nxt = mask;
    case (gnt_o)
      4'b1000: mask_nxt = 4'b0111;
      4'b0100: mask_nxt = 4'b0011;
      4'b0010: mask_nxt = 4'b0001;
      4'b0001: mask_nxt = 4'b0000;
      default: ;
    endcase
  end
  logic [3:0] masked_req;
  assign masked_req = req_i & mask;
  logic [3:0] masked_gnt;
  first_set_4bits masked_GNT (.req_i(masked_req), .gnt_o(masked_gnt));
  logic [3:0] raw_gnt;
  first_set_4bits raw_GNT (.req_i(req_i), .gnt_o(raw_gnt));
  assign gnt_o = |masked_gnt ? masked_gnt : raw_gnt;
endmodule
module first_set_4bits (
  input       wire[3:0] req_i,
  output      wire[3:0] gnt_o    
);
  assign gnt_o[3] = req_i[3];
  assign gnt_o[2] = ~req_i[3] & req_i[2];
  assign gnt_o[1] = ~req_i[3] & ~req_i[2] & req_i[1];
  assign gnt_o[0] = ~req_i[3] & ~req_i[2] & ~req_i[1] & req_i[0];
endmodule
File: config.mk
export PLATFORM = sky130hd
export DESIGN_NAME = day15
export DESIGN_NICKNAME = day15
export VERILOG_FILES = /design/flow/design.v
export SDC_FILE = /design/flow/constraint.sdc
export NUM_CORES = 4
export LEC_CHECK = 1
export CORE_AREA = 10 10 70 70
export DIE_AREA = 0 0 80 80
File: run.sh
#!/bin/bash
# OpenROAD 26Q1-2900-gdf79404cd8, Yosys 0.63+post, stock flow scripts
make -C /OpenROAD-flow-scripts/flow DESIGN_CONFIG=/design/flow/config.mk WORK_HOME=/design/flow/orfs finish
==> results.tsv <==
stage	metric	value	unit
route	post-route antenna net violation count	0	
finish	synthesis-to-finish area growth	78.4	%
floorplanning	die outline width	80	µm
critical_path	CP max stage delay	0.56	ns
critical_path	worst r2r path cells	4	
power_and_ir_drop	Final Power	0.336	mW
logic_synthesis	Dominant flop cell	dfstp_2	
finish	biggest regs	mask (4)	
clock_network	Late-Pin Clk Latency	0.24	ns
critical_path	critical path startpoint	mask[1]	
timing	total negative setup slack	0	ns
floorplanning	Cell Rows	21	
timing	post-layout period usage	0.951	
logic_synthesis	synth cell count leaders	dfstp_2, a21oi_1, nor2_1	
power_and_ir_drop	pwr dens	679	nW/µm²
critical_path	R2R Path End	mask[2]	
floorplanning	Floorplan Utilization	0.0813	
critical_path	critical path capture point	gnt_o[0]	
clock_network	Root Driver	clkbuf_4	
critical_path	CP Capture Type	primary output	
worst_hold_path	HP Start	req_i[2]	
place	I/O Buffers	9	
finish	FILL cells	398	
logic_synthesis	top cells, area	dfstp_2, a22o_4, a21oi_1	
route	vias	292	
critical_path	CP Max Fanout	4	
logic_synthesis	Unique cell types	18	
finish	max FFs per register	4	
global_routing	GR Overflow Total	0	
critical_path	crit-path cells	nand2_1 > o2bb2ai_1 > and3_1 > dlygate4sd2_1	
critical_path	Worst path slowest cell	dfstp_2	
worst_hold_path	worst hold-check path type	input port to register	
critical_path	Startpoint Class	register	
timing	max-slew violations	0	
timing	Final setup viols	0	
logic_synthesis	Yosys Warn Count	1	
global_routing	number of global-route vias before repair	328	
logic_synthesis	Synth Seq Share	0.378	
floorplanning	Ports	10	
clock_network	clock sink count	4	
timing	RSZ-0062 raised after global routing	no	
logic_synthesis	syn_area_per_cell	9.26	µm²
logic_synthesis	mapped cell area	278	µm²
logic_synthesis	async set-reset flop share out of synthesis	1.00	
logic_synthesis	Max-area cell share	0.378	
power_and_ir_drop	Pleak	0.207	nW
timing	slew margin rel.	0.850	
clock_network	Max clock buf depth	2	
route	Via density	3.11	
status	outcome	complete, no violations	
clock_network	H-tree levels	1	
flow_run	OpenROAD warning count	25	
clock_network	CTS tree	built	
finish	Largest Register	mask	
floorplanning	Core Area	3420	µm²
critical_path	Worst Path Arrival	1.35	ns
power_and_ir_drop	maximum vdd ir drop	0.000179	V
place	DP HPWL	659	µm
timing	Max Clock Freq	584	MHz
clock_network	CTS Buf Count	3	
place	post-place instance area	470	µm²
clock_network	# hold bufs at CTS	0	
timing	Final Hold Vio Count	0	
critical_path	type of the worst setup path	register to primary output	
finish	fin area	495	µm²
timing	Final min period	1.71	ns
floorplanning	die span in y	80	µm
critical_path	reg2reg setup slack	0.61	ns
logic_synthesis	Post-Syn Instances	30	
place	routability congestion estimate	0.767	
timing	Worst Max-Slew Pin Slew	0.225	ns
global_routing	antenna violations before repair	0	
route	final WL	862	µm
route	WL/cell	9.17	µm
logic_synthesis	yosys stat cell total	30	
global_routing	first-pass GRT wire length	1500	µm
logic_synthesis	count of library flops with an enable pin	0	
logic_synthesis	Synth flops	4	
flow_run	Max-Cap Viols	0	
route	diode count	0	
route	DRC	0	
logic_synthesis	Synth area leader	dfstp_2	
finish	share of layout cells above drive strength 1	0.458	
global_routing	GRT Overall Usage	0.0290	
clock_network	Reg clk slew, reported paths	0.04	ns
logic_synthesis	chip area estimate from yosys synthesis	278	µm²
floorplanning	die area	6400	µm²
route	TritonRoute pass-1 iters	2	
global_routing	largest net degree at the start of global routing	6	
critical_path	reg2reg start	mask[1]	
timing	Max Clock Skew	0.00456	ns
route	First DRT Iteration DRCs	25	
critical_path	CP required	1.44	ns
logic_synthesis	Yosys top cell by instances	dfstp_2	
worst max-delay path, delay by kind of cell (launching register included):
family	cells	cell delay (ns)
and+or+nand+nor	2	0.21
buffers and inverters	1	0.24
DFF	1	0.56
AOI/OAI and AO/OA	1	0.11
worst min-delay path by stage:
stage             end  slack (ns)  cells past startpoint
global route  mask[1]        0.46                      3
CTS           mask[1]        0.43                      3
finish        mask[1]        0.44                      3
placed cells by master (no fill, tap or decap), types with 3 or more instances in the layout:
| master | count |
|---|---|
| nor2_1 | 3 |
| clkbuf_4 | 3 |
| buf_4 | 6 |
| dlygate4sd2_1 | 3 |
| dfstp_2 | 4 |
| clkdlybuf4s15_1 | 3 |
kinds of logic after synthesis:
kind of cell | Yosys count | share of synthesized area
simple gates | 10 | 0.185
flops | 4 | 0.378
compound gates | 14 | 0.410
buf+inv | 2 | 0.0270
area by class of cell:
type / instances / area [µm²] / share of cell area
sequential: 4 / 105 / 0.212
multi-input combinational: 24 / 181 / 0.366
inverter: 2 / 7.51 / 0.0152
tap: 46 / 57.6 / 0.116
timing repair buffer: 15 / 121 / 0.245
clock buffer: 3 / 22.5 / 0.0455
timing repair:
action / 4_1_cts / 5_1_grt
pin swaps: 7 / 2
gates resized: 20 / 2
setup buffers: 1 / 0
endpoints found under the setup margin: 4 / 2
through the flow:
step	std cells	setup slack, ns	utilization	hold WS, ns
after global routing	94	0.00964	0.145	0.462
after global placement	91	-0.421	0.138	0.460
after floorplan	30	0.591	-	0.315
after detailed placement	91	-0.420	0.138	0.466
after CTS	94	0.0436	0.144	0.429
final	94	0.0879	0.145	0.438
routing by layer:
metal	routed length (µm)	part of all wire	vias up	global-route usage
met5	0	0	-	0
li1	-	-	149	-
met3	123	0.14	0	0.0227
met2	268	0.31	13	0.0321
met4	0	0	0	0.00528
met1	470	0.55	130	0.0414
power by group:
| part | internal (mW) | switching, mW | total [mW] |
|---|---|---|---|
| sequential | 0.109 | 0.0154 | 0.124 |
| clock | 0.0747 | 0.0384 | 0.113 |
| combinational | 0.0611 | 0.0378 | 0.0989 |
Power figures rest on the tool's default switching activity, not on a simulated workload.
