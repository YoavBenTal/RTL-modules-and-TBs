**flow/config.mk**
```make
export PLATFORM = sky130hd
export DESIGN_NAME = day16
export DESIGN_NICKNAME = day16
export VERILOG_FILES = /design/flow/design.v
export SDC_FILE = /design/flow/constraint.sdc
export NUM_CORES = 4
export LEC_CHECK = 1
export CORE_UTILIZATION = 30
```
**flow/constraint.sdc**
```tcl
current_design day16

set clk_period 5.3
set clk_io_pct 0.2

create_clock -name clk0 -period $clk_period [get_ports {clk}]

set non_clock_inputs [all_inputs -no_clocks]
set_input_delay [expr $clk_period * $clk_io_pct] -clock clk0 $non_clock_inputs
set_output_delay [expr $clk_period * $clk_io_pct] -clock clk0 [all_outputs]
```
**flow/design.v**
```verilog
module day16 (
  input       wire        clk,
  input       wire        reset,
  input       wire[1:0]   cmd_i,
  output      wire        psel_o,
  output      wire        penable_o,
  output      wire[31:0]  paddr_o,
  output      wire        pwrite_o,
  output      wire[31:0]  pwdata_o,
  input       wire        pready_i,
  input       wire[31:0]  prdata_i
);
  typedef enum logic[1:0] {
    IDLE 				   = 2'b00,
    SETUP					 = 2'b01,
    ACCESS				 = 2'b10
  } state_type;
  state_type state_q, nxt_state;
  always_ff @(posedge clk or posedge reset) begin
    if (reset) state_q <= IDLE;
    else state_q <= nxt_state;
  end
  always_comb begin
    nxt_state = state_q;
    unique case (state_q)
      IDLE: if (|cmd_i) nxt_state = SETUP;
      			else nxt_state = IDLE;
      SETUP: nxt_state = ACCESS;
      ACCESS: if (pready_i) nxt_state = IDLE;
      			 else nxt_state = ACCESS;
      default: nxt_state = state_q;
    endcase
  end    
  logic [31:0] rdata;
  always_ff @(posedge clk or posedge reset)
    if (reset)
      rdata <= 32'h0;
    else if (penable_o && pready_i)
      rdata <= prdata_i;
  assign psel_o = (state_q == SETUP) | (state_q == ACCESS);
  assign penable_o = (state_q == ACCESS);
  assign pwrite_o = cmd_i[1];
  assign paddr_o = 32'hDEAD_CAFE;
  assign pwdata_o = rdata + 32'd1;
endmodule
```
**flow/run.sh**
```bash
#!/bin/bash
# OpenROAD 26Q1-2900-gdf79404cd8, Yosys 0.63+post, stock flow scripts
make -C /OpenROAD-flow-scripts/flow DESIGN_CONFIG=/design/flow/config.mk WORK_HOME=/design/flow/orfs finish
```
==> job_summary.md <==
## PnR job results

| Metric | Value |
|---|---|
| Ys async rst share | `100.0%` |
| Switching pwr | `0.1035 mW` |
| FF-to-FF Start | `state_q[1]` |
| Power Dens Cells | `167.8 mW/mm^2` |
| DR pass1 iterations | `4` |
| H-tree levels | `2` |
| Fraction of layout cells with a size suffix above 1 | `21.86%` |
| Most frequent cells after synthesis | `dfrtp_1, buf_4, mux2_2` |
| Rows | `31` |
| Routed Antenna Nets | `0` |
| OpenROAD warning count | `25` |
| Peak supply drop | `0.08226 mV` |
| Worst setup margin | `1774 ps` |
| CP Launch Type | `flop` |
| Core region area | `between 0.007 and 0.008 sq mm` |
| Max incr delay on CP | `roughly 470 ps` |
| Seq share, synth | `38.69%` |
| Yosys cell count | `between 200 and 250` |
| CTS tree | `built` |
| Clock Tree Root | `clkbuf_8` |
| Setup TNS | `0 ps` |
| Most common cell in the netlist | `dfrtp_1` |
| Final hold violations | `0` |
| Critical path class | `reg2out` |
| Global-route wire length before repair | `approximately 7500 um` |
| Sw Ratio | `just over 20%` |
| Rel. slew slack | `66.64%` |
| Pins Over Slew Limit | `0` |
| Area of the mapped netlist | `about 0.0023 sq mm` |
| Post-Syn Instances | `slightly above 200` |
| CP bufs+invs | `1` |
| Die Ht | `88.93 um` |
| Crit-path slowest cell | `clkdlybuf4s50_1` |
| Critical path data required time | `approximately 4200 ps` |
| CP endpoint | `pwdata_o[28]` |
| Vias/cell | `between 4 and 5` |
| RSZ-0062 raised after global routing | `false` |
| Clock latency at the later pin of the worst-skew pair | `approximately 280 ps` |
| Place WS | `~2000 ps` |
| # DRC | `0` |
| Cycle use final | `~67%` |
| GRT Total Usage | `~13%` |
| Routed vias | `1,600` |
| FF-to-FF End | `rdata[21]` |
| 1st-iter DRT viols | `26` |
| DIE WIDTH | `around 90 um` |
| Vias in the first global route | `~1,500` |
| Initial antenna violation count | `0` |
| Top Ports | `104` |
| Postcts setup bufs | `0` |
| GPL Wtd Cong | `0.7756` |
| Max-area cell share | `between 30 and 40%` |
| Max-Cap Viols | `0` |
| Post-synth EDFFs | `0` |
| PostCTS Resize Cnt | `0` |
| Cell Chain, Critical Path | `ha_1 > nand3_1 > nor4_4 > nor4b_2 > xor2_1 > clkdlybuf4s50_1` |
| Setup violators final | `0` |
| Hold buffer count at CTS | `0` |
| Clock share of power | `41.4%` |
| CP endpoint kind | `output port` |
| Reported leakage power | `around 1.4 nW` |
| WP data arrival | `about 2500 ps` |
| # diodes | `0` |
| Min-delay worst type | `reg2reg` |
| Placed cell area | `between 0.002 and 0.003 sq mm` |
| Worst Skew | `approximately 4 ps` |
| Ys flops | `35` |
| Top area cell types | `dfrtp_1, mux2_2, buf_4` |
| GR Overflow Total | `0` |
| Post-Route WL | `between 4000 and 5000 um` |
| Cell depth of the worst setup path | `6` |
| Longest Clk Path Bufs | `2` |
| Area reported by Yosys stat | `roughly 0.0023 sq mm` |
| Worst-path clk slew | `around 70 ps` |
| Post-synth cell types | `34` |
| Yosys top cell by area | `dfrtp_1` |
| CTS buffer count | `5` |
| Post-layout minimum cycle time | `3526 ps` |
| Tightest Pin Transition | `about 500 ps` |
| Final HPWL DP | `3527 um` |
| Crit Path Max Fanout | `8` |
| Cell Int Power | `0.4100 mW` |
| PortBufs | `between 70 and 80` |
| Initial Util | `a little under a third` |
| Logic pwr share | `under 10%` |
| Sequential Power Share | `52.0%` |
| Fin util | `41.97%` |
| Reg2reg setup slack | `3920 ps` |
| Outcome | `finished, final reports clean` |
| FF-to-FF path depth | `3` |
| Crit. Startpoint | `rdata[0]` |
| Largest net degree at the start of global routing | `36` |
| Hold path start | `state_q[0]` |
| Finished Cell Area | `~0.003 sq mm` |
| Clock sink count | `35` |
| Drt wl/cell | `roughly 12 um` |
| Crit path max-delay family | `simple AND/OR/NAND/NOR gates` |
| Syn avg cell area | `approximately 11 sq um` |
| Syn-to-layout area delta | `34.99%` |
| Top_reg_cell synth | `dfrtp_1` |
| Fmax | `283.6 MHz` |
| Chip area | `0.007909 sq mm` |
| Yosys warns | `1` |
==> metrics by stage <==
stage	power (mW)	hold slack (ps)	instances
floorplan	0.2939	419.8	236
global placement	0.3080	442.7	370
detailed placement	0.3073	448.5	370
CTS	0.5260	458.5	378
global route	0.5384	498.5	378
finish	0.5135	454.8	378
==> per-layer routing <==
metal | vias to the layer above | part of all wire [%] | track usage, %
li1 | 785 | - | -
met1 | 751 | 44 | 19.07
met2 | 59 | 48 | 20.42
met3 | 5 | 6.3 | 2.528
met4 | 0 | 1.4 | 1.443
met5 | - | 0 | 0
==> placed cells by master, fill, tap and decap left out, drive strengths merged <==
master	count
a21o	1
and2	2
and3	3
and4	7
buf	2
clkbuf	8
clkdlybuf4s50	71
conb	32
dfrtp	34
dfstp	1
ha	1
inv	6
mux2	32
nand2	13
nand3	11
nand4	8
nor2	5
nor2b	2
nor3	1
nor4	5
nor4b	3
or2	1
xnor2	19
xor2	11
==> power groups by stage <==
stage | sequential, mW | clock, mW | combinational (mW)
4_1_cts | 0.267 | 0.224 | 0.0354
6_report | 0.267 | 0.212 | 0.0340
5_1_grt | 0.267 | 0.233 | 0.0391
==> state kept, by name, indices dropped and copies added, names as in the netlist <==
| register | count |
|---|---|
| rdata | 32 |
| state_q | 3 |
==> logic make-up (layout without fill, tap and decap cells) <==
| group | Yosys count | count (layout) | synth area share, % |
|---|---|---|---|
| other cells | 2 | 32 | 0.3312 |
| fa+ha+maj | 1 | 1 | 0.5518 |
| xor+xnor | 30 | 30 | 11.59 |
| simple gates | 61 | 61 | 19.76 |
| buf+inv | 44 | 87 | 12.86 |
| compound gates | 1 | 1 | 0.3312 |
| mux | 32 | 32 | 15.89 |
| flops | 35 | 35 | 38.69 |
==> worst min-delay path by stage <==
stage	to	slack, ps	cells after the start
after global routing	state_q[0]	500	2
final	state_q[0]	450	2
after CTS	state_q[0]	460	2
==> worst register-to-register path, stage by stage, from the launching register on <==
cell     delay, ps
dfrtp_1        410
nand2_1         70
buf_4          400
mux2_2         400
==> area by class of cell <==
class / instances / area [sq um]
clock buffers: 8 / 100.1
well taps: 99 / 123.9
multi-input cells: 157 / 1211
flip-flops and latches: 35 / 877.1
repair buffers: 73 / 725.7
fillers: 741 / 4232
inverters: 6 / 22.52
Power and IR drop assume default switching activity.
